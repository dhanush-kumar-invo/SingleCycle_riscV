[./design.v]
module alu (
	input bit clk,
	input bit alu_src,
    input logic  [4:0]  alu_op,
    input logic  [31:0] rdata1,
	 input logic  [31:0] rdata2,
    output logic [31:0] ALUResult
);
always @(posedge clk) begin
    case(alu_op)
    5'b00000: ALUResult = rdata1 + rdata2 ;                              
    5'b00001: ALUResult = rdata1 - rdata2 ;                              
    5'b00010: ALUResult = rdata1 << rdata2 [4:0];                         
    5'b00101: ALUResult = rdata1 ^ rdata2;                               
    5'b00110: ALUResult = rdata1 >> rdata2;                              
    5'b00111: ALUResult = rdata1 >>> rdata2[4:0];                        
    5'b01000: ALUResult = rdata1 | rdata2;                               
    5'b01001: ALUResult = rdata1 & rdata2;                               
    default:  ALUResult = rdata1 + rdata2;
    endcase
  end
endmodule
module branchc (
	input bit clk,
	input bit btype,
    input bit [2:0]  funct3,
    input bit [6:0]  opcode,
    input bit [31:0] rdata1,
	 input bit [31:0] rdata2,
    output bit br_taken
);
parameter [2:0] BEQ  = 3'b000;
always @(posedge clk) begin
    case (opcode)
        7'b1100011 :begin   
            case(funct3) 
                BEQ   : br_taken = (btype & (rdata1 == rdata2)) ;
					 endcase
				end
		endcase
	end
endmodule
module exemux (
	input bit clk,
    input logic alu_src,
    input logic  [31:0] imm32,
	 input logic  [31:0] rdata2,
    output logic [31:0] rdata3
);
always @(posedge clk) begin 
    case (alu_src)
       1'b0 : rdata3 = rdata2;
       1'b1 : rdata3 = imm32;
    endcase
end
endmodule
module exetop (
input bit clk,
input bit [31:0] rdata1,
input bit [31:0] rdata2,
input bit [31:0] imm32,
input bit alu_op,
input bit alu_src,
output logic [31:0] ALUResult,
output bit br_taken
);
wire rdata3;
exemux exemux1 (clk,alu_src,imm32,rdata2,rdata3);
alu alu1 (clk,alu_src,alu_op,rdata1,rdata3,ALUResult);
branchc bc1 (clk, btype,funct3,opcode,rdata1,rdata3,br_taken);
endmodule
[./constraint.sdc]
current_design exetop

set clk_period 11.7
set clk_io_pct 0.2

create_clock -name clk0 -period $clk_period [get_ports {clk}]

set non_clock_inputs [all_inputs -no_clocks]
set_input_delay [expr $clk_period * $clk_io_pct] -clock clk0 $non_clock_inputs
set_output_delay [expr $clk_period * $clk_io_pct] -clock clk0 [all_outputs]
[./run.sh]
#!/bin/bash
# OpenROAD 26Q1-2900-gdf79404cd8, Yosys 0.63+post, stock flow scripts
make -C /OpenROAD-flow-scripts/flow DESIGN_CONFIG=/design/flow/config.mk WORK_HOME=/design/flow/orfs finish
[./config.mk]
export PLATFORM = sky130hd
export DESIGN_NAME = exetop
export DESIGN_NICKNAME = exetop
export VERILOG_FILES = /design/flow/design.v
export SDC_FILE = /design/flow/constraint.sdc
export NUM_CORES = 4
export LEC_CHECK = 1
export CORE_UTILIZATION = 30
==> qor.yml <==
status:
  status: "finished, final reports clean"
route:
  route.met2.wl_mm: 2.61
  firstDrtPassIters: 4
  dr.max_layer_used: "met4"
  wl_met1_mm: 2.86
  routedWlPerCell_um: 12.5
  drt_iter0_drc: 66
  ant_nets: 0
  n_antenna_cell: 0
  drcViolationCount: 0
  wirelength_mm: 5.80
  routed_via_density: 4.89
  wl_met3_um: 244
  vias: 2271
critical_path:
  startpoint: "alu_op"
  worstSetupPathType: "in -> reg"
  worst_setup_path_start_kind: "input port"
  r2r-start: "exemux1.rdata3[0]"
  slowest_delay_ns: 0.46
  worstPathRequired_ns: 11.87
  path_buffers: 3
  critPathMaxFanout: 35
  cp_top_family: "AND-OR/OR-AND gates"
  crit_arrival_ns: 5.31
  slowest_stage: "o21ai_0"
  path_cells: "clkdlybuf4s50_1, nand2b_1, buf_4, inv_1, fa_1, nor2b_1, o21ai_2, a21oi_1, o21bai_1, o21ai_0, a21boi_0, xnor2_1"
  worst_setup_path_end_kind: "flip-flop"
floorplan:
  core_um2: 8260
  rows: 33
  num_io_pins: 132
  die_x_um: 94.5
  die_area_um2: 8930
  die_h_um: 94.5
  fp_util: 0.311
logic_synthesis:
  synthesis.area_um2: 2570
  avgSynthCellArea_um2: 8.79
  synthFlopType: "dfxtp_1"
  synthDistinctLibCells: 58
  synthCells: 292
  ys.warnings.count: 15
  async_reset_ff_frac: 0
  yosysSeqAreaShare: 0.257
  edf_count: 0
  ys_seq_elements: 33
  yosys_cells: 292
  yosys_area_um2: 2570
placed_design:
  port_buffers: 68
  hpwl_mm: 4.59
  dp_slack_ns: 6.22
  place_congestion: 0.833
cts:
  postCtsHoldBufs: 0
  cts-root-buf: "clkbuf_8"
  clock.latency.late_pin_ns: 0.28
  htree_levels: 2
  cts_resized: 0
  post_cts_buffers: 0
  cts_tree: "done"
  cts_made_buffers: 5
  ctsLongestPathBuffers: 2
  clock_sinks: 33
  clk_pin_slew_ns: 0.07
final_timing:
  finalClockSkew_ns: 0.00350
  timing.fmax_mhz: 195
  setup_ws_ns: 6.56
  rsz0062_at_grt: "no"
  finalHoldViolations: 0
  setup_viol: 0
  post-route-min-period_ns: 5.14
  slew_headroom: 0.605
  maxSlewViolCount: 0
  finalCritPeriodShare: 0.439
  worst_pin_slew_ns: 0.587
  finalSetupTns_ns: 0
grt:
  grt_pass1_wl_mm: 9.56
  grt_usage: 0.136
  antenna_found_initial: 0
  grt_max_degree: 36
  grt_pass1_vias: 2121
  grt-ovfl-total: 0
flow_run:
  warnings: 91
  drv_cap: 0
worst_hold_path:
  worstHoldPathType: "reg -> reg"
  hp-start: "exemux1.rdata3[0]"
final_layout:
  area_growth_pct: 34.2
  drive_above_1_share: 0.0752
power_and_ir_drop:
  powerDensity_nw_per_um2: 130
  intPower_uw: 320
  seqPwrFrac: 0.334
  p_leak_uw: 0.00145
  switching_share: 0.284
  max-vdd-ir-drop_uv: 67.4
  p_sw_uw: 127
  clkPwrFrac: 0.256
  p_comb_frac: 0.411
synth_stat cells, types with 2 or more instances:
cell / instances / area [um2]
nor3_1: 5 / 25.0
a311oi_1: 2 / 17.5
buf_2: 5 / 25.0
o21a_1: 6 / 45.0
and3_1: 2 / 12.5
a21boi_0: 2 / 15.0
nand3_1: 3 / 15.0
xor2_1: 12 / 105
o21ai_0: 12 / 60.1
nand4_1: 6 / 37.5
a21oi_1: 26 / 130
a21o_1: 18 / 135
o21bai_1: 5 / 37.5
clkbuf_1: 2 / 7.51
and2_1: 2 / 12.5
buf_4: 2 / 15.0
xnor2_1: 18 / 158
dfxtp_1: 33 / 661
a211oi_1: 2 / 15.0
a31oi_1: 4 / 25.0
nand2_1: 29 / 109
o21ai_1: 2 / 10.0
nor2b_1: 2 / 12.5
a31o_2: 2 / 17.5
inv_1: 11 / 41.3
nor2_1: 13 / 48.8
ha_1: 35 / 438
registers in the layout, summed over array words and instances (netlist names):
register,flops
alu1.ALUResult,32
exemux1.rdata3,1
layer usage:
| metal | vias to the layer above | track usage |
|---|---|---|
| met5 | - | 0 |
| met4 | 0 | 0.0139 |
| met3 | 6 | 0.0204 |
| met2 | 48 | 0.222 |
| met1 | 1015 | 0.201 |
| li1 | 1202 | - |
kinds of logic (layout without fill, tap and decap cells):
kind of cell	Yosys count	after routing	synth area share
XOR/XNOR	30	30	0.102
AND/OR/NAND/NOR	71	71	0.136
flip-flops	33	33	0.257
adder cells (fa/ha/maj)	36	36	0.178
AND-OR/OR-AND	99	99	0.281
buffers and inverters	21	88	0.0390
other	1	1	0.00146
multiplexers	1	1	0.00439
layout make-up:
cell class | count | area (um2)
Clock buffer | 7 | 86.3
Sequential cell | 33 | 661
Clock inverter | 1 | 30.0
Tap cell | 105 | 131
Inverter | 11 | 41.3
Multi-Input combinational cell | 238 | 1810
Fill cell | 836 | 4810
Timing Repair Buffer | 69 | 688
worst reg2reg max path, delay by kind of cell, from the launching register on:
kind	cells	cell delay, ns
AND-OR/OR-AND	5	1.12
XOR/XNOR	1	0.16
AND/OR/NAND/NOR	2	0.27
buffers and inverters	2	0.51
flip-flops	1	0.32
adder cells (fa/ha/maj)	1	0.45
placed cells by master (no fill, tap or decap), types with 2 or more instances in the layout:
cell type / synthesis / routed
and2_1: 2 / 2
nand4_1: 6 / 6
a31oi_1: 4 / 4
a311oi_1: 2 / 2
and3_1: 2 / 2
a211oi_1: 2 / 2
nor3_1: 5 / 5
a21boi_0: 2 / 2
ha_1: 35 / 35
xnor2_1: 18 / 18
o21a_1: 6 / 6
clkdlybuf4s50_1: 0 / 68
nor2_1: 13 / 13
o21ai_1: 2 / 2
dfxtp_1: 33 / 33
clkbuf_8: 0 / 6
nand2_1: 29 / 29
nor2b_1: 2 / 2
inv_1: 11 / 11
xor2_1: 12 / 12
nand3_1: 3 / 3
a31o_2: 2 / 2
a21o_1: 18 / 18
a21oi_1: 26 / 26
o21ai_0: 12 / 12
o21bai_1: 5 / 5
through the flow:
| step | utilization | cell area (um2) | total power, uW | hold slack, ns | cells |
|---|---|---|---|---|---|
| global placement | 0.403 | 3330 | 336 | 0.532 | 456 |
| CTS | 0.417 | 3440 | 454 | 0.540 | 464 |
| detailed placement | 0.403 | 3330 | 336 | 0.529 | 456 |
| global route | 0.417 | 3440 | 481 | 0.585 | 464 |
| finish | 0.417 | 3440 | 446 | 0.533 | 464 |
| floorplan | - | 2570 | 248 | 0.506 | 292 |
power by group through the flow:
stage	clock [uW]	sequential, uW	combinational, uW
CTS	119	149	185
global route	124	152	205
finish	114	149	183
path summary, 6_finish.rpt:
path                        end  slack [ns]  cells after the start
max          alu1.ALUResult[24]        6.56                     12
min           alu1.ALUResult[0]        0.53                      2
max reg2reg  alu1.ALUResult[24]        8.77                     11
min reg2reg   alu1.ALUResult[0]        0.53                      2
Power figures rest on the tool's default switching activity, not on a simulated workload.
