[design/flow/run.sh]
#!/bin/bash
# OpenROAD 26Q1-2900-gdf79404cd8, Yosys 0.63+post, stock flow scripts
make -C /OpenROAD-flow-scripts/flow DESIGN_CONFIG=/design/flow/config.mk WORK_HOME=/design/flow/orfs finish
[design/flow/config.mk]
export PLATFORM = sky130hd
export DESIGN_NAME = memory_unit
export DESIGN_NICKNAME = memory_unit
export VERILOG_FILES = /design/flow/design.v
export SDC_FILE = /design/flow/constraint.sdc
export NUM_CORES = 4
export LEC_CHECK = 1
export CORE_UTILIZATION = 30
[design/flow/constraint.sdc]
current_design memory_unit

set clk_period 3.6
set clk_io_pct 0.2

create_clock -name clk0 -period $clk_period [get_ports {clk}]

set non_clock_inputs [all_inputs -no_clocks]
set_input_delay [expr $clk_period * $clk_io_pct] -clock clk0 $non_clock_inputs
set_output_delay [expr $clk_period * $clk_io_pct] -clock clk0 [all_outputs]
[design/flow/design.v]
module memory_unit
#(
  parameter ADDRSIZE = 32,
  WORDSIZE = 32
) (
  input clk,
  input logic wren, rden,           
  input logic [ADDRSIZE-1:0] addr,  
  input logic [WORDSIZE-1:0] d,     
  output logic[WORDSIZE-1:0] q 
);
  logic [WORDSIZE-1:0] mem [0:2**ADDRSIZE-1];
  always @(posedge clk)
  begin
    if (wren)
      mem[addr] <= d;
    else
      mem[addr] <= mem[addr];
  end
  assign q = mem[addr];
  int i;
  initial
  begin
    for (i = 0; i < 2**ADDRSIZE-1; i=i+1)
      mem[i] = 0;
  end
endmodule
==> impl_metrics.json <==
{
  "n_antenna_cell": 0,
  "post_cts_buffers": 0,
  "worst_slew_pin_slew_ns": 0.7920,
  "rr_worst_depth": 2,
  "layout_setup_ws_ns": 0.6535,
  "first_global_vias": 1650,
  "ys_cells": 158,
  "root_buffer": "clkbuf_8",
  "layout_top_cell": "clkdlybuf4s50_1",
  "worst_hold_path_type": "flip-flop to flip-flop",
  "final_cell_mix": "clkdlybuf4s50_1 (95), edfxtp_1 (64), mux2_2 (35)",
  "drive_above_1_share": 0.3182,
  "via_count": 1765,
  "ys_seq_frac": 0.6456,
  "cts_buffer_depth": 2,
  "wl_mm": 5.302,
  "fmax_mhz": 339.4,
  "min_path_cells": 2,
  "syn_inst": 158,
  "gr-usage-met2": 0.1674,
  "netlist_area_sq_um": 2977,
  "pre_cts_ws_ns": 0.6229,
  "cts-buffers-inserted": 9,
  "path_cells": "buf_2 -> buf_12 -> mux2_2 -> clkdlybuf4s50_1",
  "areaGrowthSynthToFinish_pct": 41.82,
  "cp_num_buf_inv": 3,
  "setup_viol": 0,
  "tns_ns": 0,
  "power_mw": 1.466,
  "drt-vias-per-instance": 4.491,
  "ctsResizeCount": 0,
  "dp_hpwl_mm": 3.449,
  "crit_family": "buffers and inverters",
  "antenna_found_initial": 0,
  "drt_iter0_drc": 51,
  "clk_pin_slew_ns": 0.07,
  "busiest_layer": "met2",
  "cp.required_ns": 2.88,
  "ys_area_sq_um": 2977,
  "cp.arrival_ns": 2.23,
  "use_met1": 0.1661,
  "rows": 35,
  "fin_skew_ns": 0.002472,
  "ys.flops": 64,
  "grt_max_degree": 33,
  "overflow": 0,
  "rsz0062_at_grt": "false",
  "fp_util": 0.3161,
  "critical_path_class": "input pin to output port",
  "insertion_delay_ns": 0.32,
  "tool_warnings": 26,
  "grtUsageMet3": 0.03711,
  "fin_cells": 393,
  "rrSetupSlack_ns": 2.43,
  "path_max_fanout": 19,
  "die_h_um": 101.6,
  "whs_endpoint": "mem[-1][25]$_DFFE_PP_",
  "synth_warnings": 1,
  "ios": 99,
  "relSlewSlack": 0.4720,
  "die_area_sq_um": 10320,
  "power.density_nw_per_um2": 347.3,
  "grt_first_pass_wirelength_mm": 8.142,
  "drc": 0,
  "h-tree-depth": 3,
  "first_pass_iters": 3,
  "synth.distinct_cells": 11,
  "fin_crit_sh": 0.8185,
  "ant_nets": 0,
  "start_kind": "input pin",
  "avgRoutedWirePerCell_um": 13.49,
  "slowest_stage": "buf_2",
  "cpPeakStageDelay_ns": 0.45,
  "status": "completed",
  "fin_crit_ns": 2.946,
  "min-delay-start": "mem[0][25]$_DFFE_PP_",
  "regToRegStartpoint": "mem[0][24]$_DFFE_PP_",
  "core_area_sq_um": 9415,
  "finalWeightedCongestion": 0.7300,
  "drv_slew": 0,
  "ctsHoldBuffers": 0,
  "placedInstanceArea_sq_um": 4071,
  "p_leak_nw": 1.441,
  "cts_sinks": 64,
  "avgSynthCellArea_sq_um": 18.84,
  "end_kind": "output port",
  "dieWidth_um": 101.6,
  "cts_tree": "built",
  "rr_endpoint": "mem[0][24]$_DFFE_PP_",
  "portBuffers": 97,
  "fin_area_sq_um": 4222,
  "numPlacedInstances": 379,
  "vdd_drop_max_v": 0.0001532,
  "grt_usage": 0.1097,
  "maxCapViolCount": 0,
  "finalHoldViolations": 0
}
## metrics by stage
| step | util | hold slack, ns |
|---|---|---|
| floorplan | - | 0.6606 |
| global placement | 0.4324 | 0.6903 |
| detailed placement | 0.4324 | 0.6929 |
| CTS | 0.4484 | 0.7120 |
| global route | 0.4484 | 0.7314 |
| finish | 0.4484 | 0.7075 |
## area by class of cell
| class | count | area (sq um) |
|---|---|---|
| Sequential cell | 64 | 1922 |
| Tap cell | 129 | 161.4 |
| Clock inverter | 5 | 26.28 |
| Timing Repair Buffer | 100 | 1008 |
| Clock buffer | 9 | 123.9 |
| Multi-Input combinational cell | 86 | 979.7 |
| Fill cell | 850 | 5194 |
## worst min-delay path, delay by kind of cell, from the launching register on
kind	cells	cell delay, ns
flip-flops	1	0.32
multiplexers	2	0.28
## synth_stat cells (all sizes together)
| master | number | area share |
|---|---|---|
| mux2 | 64 | 0.28 |
| or4 | 2 | 0.0050 |
| buf | 7 | 0.029 |
| nor4 | 8 | 0.017 |
| clkbuf | 1 | 0.0013 |
| nor2 | 2 | 0.0025 |
| nand4 | 10 | 0.021 |
| edfxtp | 64 | 0.65 |
## metal layers
metal  wire length [um]  vias up
met4                 12        0
met1               2394      841
met5                  0        -
li1                   -      852
met2               2504       70
met3                390        2
## sequential cells by signal, indices dropped and copies added (netlist names)
name     flops
mem         32
mem[-1]     32
## kinds of logic (layout without fill, tap and decap cells)
kind of cell / count (synthesis) / in the layout / synth area share
buffers and inverters: 8 / 114 / 0.03026
muxes: 64 / 64 / 0.2787
DFF: 64 / 64 / 0.6456
and+or+nand+nor: 22 / 22 / 0.04540
## worst max-delay path by stage
stage           end  cells after the start     from  slack (ns)
global route  q[29]                      4  addr[0]        0.57
CTS           q[29]                      4  addr[0]        0.62
finish        q[30]                      4  addr[0]        0.65
## report_power, final
part	switching [mW]	leakage (nW)	internal, mW
logic	0.0487	0.787	0.119
clock network	0.241	0.0782	0.235
registers	0.0000000000628	0.575	0.822
total	0.290	1.44	1.18
Power figures rest on the tool's default switching activity, not on a simulated workload.
