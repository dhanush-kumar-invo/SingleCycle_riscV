`./design.v`:
```
module writeback(
input logic [31:0]ALUout,
input logic [31:0]q,
input logic memtoreg,
output logic [31:0]regwritedata);
assign regwritedata=(memtoreg?q:ALUout);
endmodule
```
`./run.sh`:
```
#!/bin/bash
# OpenROAD 26Q1-2900-gdf79404cd8, Yosys 0.63+post, stock flow scripts
make -C /OpenROAD-flow-scripts/flow DESIGN_CONFIG=/design/flow/config.mk WORK_HOME=/design/flow/orfs finish
```
`./config.mk`:
```
export PLATFORM = sky130hd
export DESIGN_NAME = writeback
export DESIGN_NICKNAME = writeback
export VERILOG_FILES = /design/flow/design.v
export SDC_FILE = /design/flow/constraint.sdc
export NUM_CORES = 4
export LEC_CHECK = 1
export CORE_AREA = 10 10 70 70
export DIE_AREA = 0 0 80 80
```
`./constraint.sdc`:
```
current_design writeback

set clk_period 1.0
set clk_io_pct 0.2

create_clock -name clk0 -period $clk_period

set non_clock_inputs [all_inputs -no_clocks]
set_input_delay [expr $clk_period * $clk_io_pct] -clock clk0 $non_clock_inputs
set_output_delay [expr $clk_period * $clk_io_pct] -clock clk0 [all_outputs]
```
==> impl_metrics.env <==
# yosys + openroad results
export IMPL_initCoreUtil=0.1593
export IMPL_slew_viol_final=0
export IMPL_hpwl_mm=2.393
export IMPL_final_clkbuf_count=0
export IMPL_grt_use_total=0.07897
export IMPL_syn_area_sq_um=544.3
export IMPL_grt_overflow=0
export IMPL_status="complete, but fails checks"
export IMPL_ios=97
export IMPL_postRouteAntennaNets=0
export IMPL_syn_to_final_growth_pct=184.4
export IMPL_grt_pass1_vias=735
export IMPL_place_gp_congestion=0.7807
export IMPL_synthCells=36
export IMPL_postCtsHoldBufs=0
export IMPL_dr_pass1_iters=2
export IMPL_routed_wl_mm=2.731
export IMPL_die_w_microns=80
export IMPL_diodes=0
export IMPL_finalClockPeriodUsage=1.183
export IMPL_netlist_area_leader_share=0.8276
export IMPL_rows=21
export IMPL_drv_cap=0
export IMPL_leakagePower_uw=0.0008602
export IMPL_setup_violations=32
export IMPL_yosysChipArea_sq_um=544.3
export IMPL_p_per_area_nw_per_um2=388.2
export IMPL_finalPower_uw=600.8
export IMPL_ys_types=4
export IMPL_dpl_cell_area_sq_um=1536
export IMPL_fmax_mhz=845.5
export IMPL_hold_viol=0
export IMPL_wl_per_cell_microns=15.09
export IMPL_cp_required_ns=0.80
export IMPL_fin_area_sq_um=1548
export IMPL_area_leaders="mux2_4, buf_12, mux2_2"
export IMPL_tightest_slew_ns=0.07711
export IMPL_cp_max_fo=6
export IMPL_critical_path_class="input pin to output port"
export IMPL_cp_start_kind="input pin"
export IMPL_ff_count=0
export IMPL_antenna_found_initial=0
export IMPL_coreArea_sq_um=3416
export IMPL_drc=0
export IMPL_drt_initial_drc_count=3
export IMPL_rsz0062_at_grt="true"
export IMPL_chipHeight_microns=80
export IMPL_endpoint_kind="output port"
export IMPL_slew_headroom=0.9486
export IMPL_layout_setup_ws_ns=-0.1827
export IMPL_port_buffer_count=97
export IMPL_hp_class="input pin to output port"
export IMPL_top_area_cell="mux2_4"
export IMPL_die_area_sq_um=6400
export IMPL_final_layout_size_suffix_gt1_frac=0.5259
export IMPL_violations="setup timing"
export IMPL_grt_first_pass_wirelength_mm=4.160
export IMPL_layout_top_cells="dlygate4sd2_1, mux2_4, buf_6"
export IMPL_grt_max_degree=10
export IMPL_ys_warn_count=0
export IMPL_ir_worst_vdd_mv=0.1724
export IMPL_ys_seq_share=0
export IMPL_finalCriticalPeriod_ns=1.183
export IMPL_avgSynthCellArea_sq_um=15.12
export IMPL_ys_cells=36
export IMPL_regArea_sq_um=0
export IMPL_layout_top_cell="dlygate4sd2_1"
export IMPL_routed_via_density=3.829
export IMPL_arrival_ns=0.98
export IMPL_vias=693
export IMPL_warnings=34
==> final timing paths <==
kind | cells past startpoint | startpoint | to
max | 5 | memtoreg | regwritedata[0]
min | 3 | ALUout[1] | regwritedata[1]
==> through the flow <==
stage / cells / hold WS (ns) / utilization / worst slack (ns) / setup TNS (ns)
3_5_place_dp: 177 / 1.336 / 0.4498 / -0.4948 / -15.39
4_1_cts: 181 / 0.7968 / 0.4410 / -0.1911 / -2.959
6_report: 181 / 0.6965 / 0.4531 / -0.1827 / -2.614
3_3_place_gp: 177 / 1.340 / 0.4498 / -0.4928 / -15.28
5_1_grt: 181 / 0.7170 / 0.4531 / -0.2051 / -3.146
2_1_floorplan: 36 / 0.4977 / - / 0.06690 / 0
==> cell usage after synthesis <==
cell type,n
mux2_2,2
buf_6,1
buf_12,3
mux2_4,30
==> cell families (layout without fill, tap and decap cells) <==
family   count (synthesis)  in the layout  share of synthesized area
mux                     32             32                     0.8690
buf+inv                  4            103                     0.1310
==> routing by layer <==
layer	up-vias	GRT usage	wire, microns
met5	-	0	0
met4	0	0	0
met3	0	0.03636	369
met2	51	0.1316	1343
met1	304	0.09624	1018
li1	338	-	-
==> power breakdown <==
part / internal, uW / switching [uW]
Combinational: 470 / 131
Clock: 0 / 0
Sequential: 0 / 0
Total: 470 / 131
==> timing repair <==
action / 4_1_cts / 5_1_grt
setup buffers: 2 / 0
resized: 172 / 9
cloned: 2 / 0
pin swaps: 0 / 0
setup endpoints to repair: 32 / 32
==> cell type report <==
cell class                 instances  area, sq um
fill                             343         1868
timing repair buffer             103         1010
multi-input combinational         32        480.5
tap                               46        57.56
==> worst max-delay path, stage by stage <==
cell and delay (ns):
buf_12 0.12, buf_12 0.14, buf_12 0.12, mux2_4 0.29
buf_6 0.11
Power figures rest on the tool's default switching activity, not on a simulated workload.
